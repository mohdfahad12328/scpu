<file path="./design.v">
module uart_tx 
  #(parameter CLKS_PER_BIT = 234)
  (
   input       i_Clock,
   input       i_Tx_DV,
   input [7:0] i_Tx_Byte, 
   output      o_Tx_Active,
   output reg  o_Tx_Serial,
   output      o_Tx_Done
   );
  localparam s_IDLE         = 3'b000;
  localparam s_TX_START_BIT = 3'b001;
  localparam s_TX_DATA_BITS = 3'b010;
  localparam s_TX_STOP_BIT  = 3'b011;
  localparam s_CLEANUP      = 3'b100;
  reg [2:0]    r_SM_Main     = 0;
  reg [7:0]    r_Clock_Count = 0;
  reg [2:0]    r_Bit_Index   = 0;
  reg [7:0]    r_Tx_Data     = 0;
  reg          r_Tx_Done     = 0;
  reg          r_Tx_Active   = 0;
  always @(posedge i_Clock)
    begin
      case (r_SM_Main)
        s_IDLE :
          begin
            o_Tx_Serial   <= 1'b1;          
            r_Tx_Done     <= 1'b0;
            r_Clock_Count <= 0;
            r_Bit_Index   <= 0;
            if (i_Tx_DV == 1'b1)
              begin
                r_Tx_Active <= 1'b1;
                r_Tx_Data   <= i_Tx_Byte;
                r_SM_Main   <= s_TX_START_BIT;
              end
            else
              r_SM_Main <= s_IDLE;
          end  
        s_TX_START_BIT :
          begin
            o_Tx_Serial <= 1'b0;
            if (r_Clock_Count < CLKS_PER_BIT-1)
              begin
                r_Clock_Count <= r_Clock_Count + 1;
                r_SM_Main     <= s_TX_START_BIT;
              end
            else
              begin
                r_Clock_Count <= 0;
                r_SM_Main     <= s_TX_DATA_BITS;
              end
          end  
        s_TX_DATA_BITS :
          begin
            o_Tx_Serial <= r_Tx_Data[r_Bit_Index];
            if (r_Clock_Count < CLKS_PER_BIT-1)
              begin
                r_Clock_Count <= r_Clock_Count + 1;
                r_SM_Main     <= s_TX_DATA_BITS;
              end
            else
              begin
                r_Clock_Count <= 0;
                if (r_Bit_Index < 7)
                  begin
                    r_Bit_Index <= r_Bit_Index + 1;
                    r_SM_Main   <= s_TX_DATA_BITS;
                  end
                else
                  begin
                    r_Bit_Index <= 0;
                    r_SM_Main   <= s_TX_STOP_BIT;
                  end
              end
          end  
        s_TX_STOP_BIT :
          begin
            o_Tx_Serial <= 1'b1;
            if (r_Clock_Count < CLKS_PER_BIT-1)
              begin
                r_Clock_Count <= r_Clock_Count + 1;
                r_SM_Main     <= s_TX_STOP_BIT;
              end
            else
              begin
                r_Tx_Done     <= 1'b1;
                r_Clock_Count <= 0;
                r_SM_Main     <= s_CLEANUP;
                r_Tx_Active   <= 1'b0;
              end
          end  
        s_CLEANUP :
          begin
            r_Tx_Done <= 1'b1;
            r_SM_Main <= s_IDLE;
          end
        default :
          r_SM_Main <= s_IDLE;
      endcase
    end
  assign o_Tx_Active = r_Tx_Active;
  assign o_Tx_Done   = r_Tx_Done;
endmodule
module emitter 
#(
	parameter DELAY_FRAMES = 234  
)
(
	output tx,
	input[7:0] dataIn,
	input write,
	input clk,
	output ack
);
reg [3:0] state = 0;
reg [24:0] counter = 0;
reg [3:0]  bitCounter = 0;
reg [7:0] dataOut = 0;
reg txReg = 1;
assign tx = txReg;
reg ackReg = 0;
assign ack = ackReg;
localparam 	IDLE = 0,
			START_BIT = 1,
			SEND_BYTE = 2,
			END_BIT   = 3;
always @(posedge clk) begin
case(state)
IDLE: begin
	if(write) begin
		state <= START_BIT;
		counter <= 0;
		bitCounter <= 0;
		dataOut <= dataIn;
		ackReg <= 0;
	end
	else begin
		txReg <= 1;
	end
end
START_BIT: begin
	txReg <= 0;
	if ((counter + 1) == DELAY_FRAMES) begin
		state <= SEND_BYTE;
		counter <= 0;
	end
	else begin
		counter <= counter + 1;
	end
end
SEND_BYTE: begin
	if((counter + 1) == DELAY_FRAMES) begin
		if(bitCounter == 7) begin
			state <= END_BIT;
			bitCounter <= 0;
		end
		else begin
			txReg <= dataOut[7 - bitCounter];
			bitCounter <= bitCounter + 1;
		end
		counter <= 0;
	end
	else begin
		counter <= counter + 1;
	end
end
END_BIT: begin
	if((counter + 1) == DELAY_FRAMES) begin
		state <= IDLE;
		counter <= 0;
		ackReg <= 1;
	end
	else begin
		counter <= counter + 1;
		txReg <= 1;
	end
end
endcase
end
endmodule
</file>
<file path="./constraint.sdc">
current_design uart_tx

set clk_period 2.2
set clk_io_pct 0.2

create_clock -name clk0 -period $clk_period [get_ports {i_Clock}]

set non_clock_inputs [all_inputs -no_clocks]
set_input_delay [expr $clk_period * $clk_io_pct] -clock clk0 $non_clock_inputs
set_output_delay [expr $clk_period * $clk_io_pct] -clock clk0 [all_outputs]
</file>
<file path="./run.sh">
#!/bin/bash
# OpenROAD 26Q1-2900-gdf79404cd8, Yosys 0.63+post, stock flow scripts
make -C /OpenROAD-flow-scripts/flow DESIGN_CONFIG=/design/flow/config.mk WORK_HOME=/design/flow/orfs finish
</file>
<file path="./config.mk">
export PLATFORM = sky130hd
export DESIGN_NAME = uart_tx
export DESIGN_NICKNAME = uart_tx
export VERILOG_FILES = /design/flow/design.v
export SDC_FILE = /design/flow/constraint.sdc
export NUM_CORES = 4
export LEC_CHECK = 1
export CORE_AREA = 10 10 90 90
export DIE_AREA = 0 0 100 100
</file>
==> summary.txt <==
run results: Crit-path slowest cell=a211oi_1, Routed Antenna Nets=0, port buffer count=12, Cell Count Post-Placement=179, average wire per standard cell=10.4 um, max frequency=508 MHz, Post-synth seq share=60.2%, final non-filler cell total=183, Util after Layout=23.0%, diode count=0, RSZ-0062 raised after global routing=false, slew of the pin with the lowest slew margin=485 ps, worst-case reg-to-reg path depth=6, leakage power=0.538 nW, DRT Pass-1 Iters=4, Gate Area=423 um^2, area of the mapped netlist=1200 um^2, Main synth FF type=edfxtp_1, H-Tree Level Count=1, max incr delay on CP=460 ps, Post-synth EDFFs=22, max-slew violation count=0, io pins=13, setup bufs post-CTS=0, crit path DAT=1880 ps, hold depth=1, CTS Sinks=25, Worst-Skew Late Latency=260 ps, worst-path fanout max=6, total congestion overflow=0, final hold violations=0, Post-synth ARST share=0%, Num CTS Buffers=3, Core Box Area=6280 um^2, Syn Area/Cell=13.0 um^2, CTS tree=done, CTS Buffer Depth=2, Tool Warnings=26, slew margin rel.=67.4%, Layout area overhead=20.6%, Vias=687, outcome=complete, no violations, Die Wd=100 um, Iteration-0 DRC Markers=43, post_cts resized=0, placed instance area=1400 um^2, Reg power frac=58.4%, Clock power frac=24.1%, HP Class=register to register, Post-synth regs=25, yosys stat area=1200 um^2, largest net degree at the start of global routing=15, Post-DP HPWL=1430 um, DR vias/cell=3.75, initial antenna violation count=0, Gate Count Post-Synth=92, Cell Pwr Density=763 nW/um^2, worst hold margin=601 ps, Setup CP Type=register to register, vias in the first global route=695, row count=29, Critical Path, Cell by Cell=inv_1 > ha_1 > nor3b_4 > nor3b_4 > inv_1 > a211oi_1, cycle use final=89.4%, clock root buffer master=clkbuf_8, Cell Type Count=29, ys cells=92, switching share of total power=25.8%, first-pass GRT wire length=3240 um, share of cells above drive strength 1=17.0%, total global-route track usage=3.87%, Final Critical Period=1970 ps, Switch Pwr=0.000284 W, CP required=2110 ps, Final setup viols=0, maxcap violations=0, wire length after detailed routing=1900 um, critical path startpoint category=register, Post-route DRC=0, Max VDD drop=0.227 mV, Design Area, Final=1440 um^2, Hold Buf Count CTS=0, fill count=667, Die Y=100 um, routability cong.=0.803, Yosys warning count=1, setup TNS=0 ps, Gate power share=17.4%, crit path capture type=register, area taken by flip-flops and latches=721 um^2, fp util=19.1%, P_int=0.000818 W, clock-pin slew on the worst setup and hold paths=90 ps, worst clock skew=3.47 ps, Die ar.=10000 um^2
-- area by class of cell --
class / count / share of cell area [%]
clock buffers: 3 / 2.86
clock inverters: 1 / 0.347
inverters: 10 / 2.60
multi-input cells: 55 / 29.3
flip-flops and latches: 25 / 49.9
well taps: 77 / 6.67
repair buffers: 12 / 8.32
-- cell usage in the layout (no fill, tap or decap), drive strengths merged, types with 2 or more instances in the layout --
cell and instances:
xnor2 3, nor3b 2, inv 10, xor2 2
dfxtp 3, a211oi 2, nand2 8, o211ai 2
mux4 2, clkdlybuf4s50 12, o21ai 3, edfxtp 22
clkbuf 3, nor2 12, ha 3, nand3 5
and3 2
-- routing by layer --
metal / vias up / part of all wire, % / track usage (%)
met5: - / 0 / 0
met4: 0 / 2.8 / 1.20
met3: 2 / 5.6 / 1.25
met2: 11 / 43 / 5.67
met1: 320 / 48 / 5.39
li1: 354 / - / -
-- critical path, delay by kind of cell (launching register included) --
family                   cells  cell delay, ps
AND/OR/NAND/NOR              2             440
buffers and inverters        2             120
adder cells (fa/ha/maj)      1             190
flip-flops                   1             410
AND-OR/OR-AND                1             460
-- sequential cells by signal, summed over array words and instances (netlist names) --
signal,flops
r_Clock_Count,8
r_Tx_Done,1
r_Tx_Data,8
o_Tx_Serial,1
r_Bit_Index,3
r_Tx_Active,1
r_SM_Main,3
-- Yosys cell counts (2+ instances only) --
cell	instances	share of area [%]
inv_1	10	3.1
ha_1	3	3.1
nand3_1	5	2.1
o21ai_0	3	1.3
dfxtp_1	3	5.0
a211oi_1	2	1.3
and3_1	2	1.0
mux4_2	2	3.8
xor2_1	2	1.5
xnor2_1	3	2.2
nor3b_4	2	3.1
nor2_1	5	1.6
nor2_2	6	3.1
edfxtp_1	22	55
nand2_1	8	2.5
-- power by group through the flow --
stage / registers (W) / logic [W] / clock network [W]
final: 0.000644 / 0.000192 / 0.000266
after global routing: 0.000653 / 0.000221 / 0.000296
after CTS: 0.000645 / 0.000196 / 0.000281
-- path summary, 6_finish.rpt --
check | start | end | slack, ps
setup reg to reg | r_Clock_Count[0] | r_Bit_Index[0] | 230
hold / removal | r_SM_Main[2] | o_Tx_Serial | 600
setup / recovery | r_Clock_Count[0] | r_Bit_Index[0] | 230
hold reg to reg | r_SM_Main[2] | o_Tx_Serial | 600
-- stage by stage --
step	power (W)	setup WS, ps
floorplan	0.000801	398
global placement	0.000847	329
detailed placement	0.000850	262
CTS	0.00112	234
global route	0.00117	80.2
finish	0.00110	233
-- logic make-up after synthesis --
kind of cell / after synthesis / share of synthesized area, %
and+or+nand+nor: 32 / 15.9
muxes: 4 / 5.85
DFF: 25 / 60.2
xor gates and xnor gates: 5 / 3.66
buffers and inverters: 12 / 4.49
AOI/OAI and AO/OA: 11 / 6.79
adders and majority gates: 3 / 3.14
Power and IR drop assume default switching activity.
